**design/flow/run.sh**
```bash
#!/bin/bash
# OpenROAD 26Q1-2900-gdf79404cd8, Yosys 0.63+post, stock flow scripts
make -C /OpenROAD-flow-scripts/flow DESIGN_CONFIG=/design/flow/config.mk WORK_HOME=/design/flow/orfs finish
```
**design/flow/config.mk**
```make
export PLATFORM = sky130hd
export DESIGN_NAME = adder_pro_max
export DESIGN_NICKNAME = adder_pro_max
export VERILOG_FILES = /design/flow/design.v
export SDC_FILE = /design/flow/constraint.sdc
export NUM_CORES = 4
export LEC_CHECK = 1
export CORE_AREA = 10 10 104 104
export DIE_AREA = 0 0 114 114
```
**design/flow/constraint.sdc**
```tcl
current_design adder_pro_max

set clk_period 6.1
set clk_io_pct 0.2

create_clock -name clk0 -period $clk_period [get_ports {pb0}]
create_clock -name clk1 -period $clk_period [get_ports {pb1}]
create_clock -name clk2 -period $clk_period [get_ports {pb2}]
create_clock -name clk3 -period $clk_period [get_ports {pb3}]
create_clock -name clk4 -period $clk_period [get_ports {pb4}]

set non_clock_inputs [all_inputs -no_clocks]
set_input_delay [expr $clk_period * $clk_io_pct] -clock clk0 $non_clock_inputs
set_output_delay [expr $clk_period * $clk_io_pct] -clock clk0 [all_outputs]
```
**design/flow/design.v**
```verilog
`timescale 1ns / 1ps
module adder_pro_max(pb0, pb1, pb2, pb3, pb4, y, z);
	input pb0, pb1, pb2, pb3, pb4;
	input [3:0] y;
	output [6:0] z;
	wire [6:0] z;
	reg [3:0] a;
	reg [3:0] b;
	reg [3:0] c;
	reg [3:0] d;
	reg [3:0] e;
	wire [4:0] f;
	wire [4:0] g;
	wire [5:0] h;
	always @(posedge pb0) begin
		a <= y;
	end
	always @(posedge pb1) begin
		b <= y;
	end
	always @(posedge pb2) begin
		c <= y;
	end
	always @(posedge pb3) begin
		d <= y;
	end
	always @(posedge pb4) begin
		e <= y;
	end
	four_bit_adder FOUR1(a, b, f);
	four_bit_adder FOUR2(c, d, g);
	five_bit_adder FIVE(f, g, h);
	six_bit_adder SIX(h, e, z);
endmodule
`timescale 1ns / 1ps
module five_bit_adder(y, x, z);
	input [4:0] y;
	input [4:0] x;
	output [5:0] z;
	wire [5:0] z;
	wire c0, c1, c2, c3;
	full_adder FA0(x[0], y[0], 0, z[0], c0);
	full_adder FA1(x[1], y[1], c0, z[1], c1);
	full_adder FA2(x[2], y[2], c1, z[2], c2);
	full_adder FA3(x[3], y[3], c2, z[3], c3);
	full_adder FA4(x[4], y[4], c3, z[4], z[5]);
endmodule
`timescale 1ns / 1ps
module four_bit_adder(x, y, z);
	input [3:0] y;
	input [3:0] x;
	output [4:0] z;
	wire [4:0] z;
	wire c0, c1, c2;
	full_adder FA0(x[0], y[0], 0, z[0], c0);
	full_adder FA1(x[1], y[1], c0, z[1], c1);
	full_adder FA2(x[2], y[2], c1, z[2], c2);
	full_adder FA3(x[3], y[3], c2, z[3], z[4]);
endmodule
`timescale 1ns / 1ps
module six_bit_adder(x, y, z);
	input [3:0] y;
	input [5:0] x;
	output [6:0] z;
	wire [6:0] z;
	wire c0, c1, c2, c3, c4;
	full_adder FA0(x[0], y[0], 0, z[0], c0);
	full_adder FA1(x[1], y[1], c0, z[1], c1);
	full_adder FA2(x[2], y[2], c1, z[2], c2);
	full_adder FA3(x[3], y[3], c2, z[3], c3);
	full_adder FA4(x[4], 0, c3, z[4], c4);
	full_adder FA5(x[5], 0, c4, z[5], z[6]);
endmodule
`timescale 1ns / 1ps
module full_adder(a, b, cin, sum, cout);
	input a;
	input b;
	input cin;
	output sum;
	wire sum;
	output cout;
	wire cout;
	assign sum = a^b^cin;
	assign cout = (a & b) | (b & cin) | (cin & a);
endmodule
```
==> summary.rpt <==
FLOW METRICS REPORT
----------------------------------------------------
[Run status]
  Outcome ........................ finished, final reports clean

[Global route]
  Initial antenna violation count ........................ 0
  All-layer global routing usage ........................ around 2.6%
  Residual overflow from global routing ........................ 0
  Global-route wire length before repair ........................ 2530 um
  Pin count of the biggest net entering global routing ........................ 6
  Vias in the first global route ........................ between 600 and 700

[Clock tree]
  CTS tree ........................ yes
  Post-cts repair resize count ........................ 0
  Sink Count ........................ 20
  Buffers inserted by post-CTS timing repair ........................ 0
  Hold_buf cts ........................ 0
  Clock transition at the register clock pins on the worst setup and hold paths after CTS ........................ 30 ps

[Synthesis]
  Synthesized area per cell ........................ ~13 um^2
  Yosys top cell by area ........................ sky130_fd_sc_hd__dfxtp_1
  Count of unique library cells instantiated by Yosys ........................ 5
  Number of instances in the synthesized netlist ........................ 69
  Post-synth tally of flip-flops with integrated enable ........................ 0
  Post-Syn Area ........................ just under 900 um^2
  Count of instantiated cells in the yosys netlist ........................ 69
  Post-synth area from yosys stat ........................ between 800 and 900 um^2
  Register area share after synthesis ........................ between 40% and 50%
  Top cells by area, synth ........................ sky130_fd_sc_hd__dfxtp_1, sky130_fd_sc_hd__fa_1, sky130_fd_sc_hd__inv_1
  Most instantiated library cell after synthesis ........................ sky130_fd_sc_hd__inv_1
  Top cell type's share of synthesized area ........................ 45.8%
  Post-synthesis sequential element count ........................ 20
  Synth top cells by count ........................ sky130_fd_sc_hd__inv_1, sky130_fd_sc_hd__dfxtp_1, sky130_fd_sc_hd__fa_1
  Proportion of register bits with asynchronous set or reset after synthesis ........................ 0%
  Most used flip-flop cell ........................ sky130_fd_sc_hd__dfxtp_1
  YS warnings ........................ 6

[Floorplanning]
  Die Size ........................ about 0.013 mm^2
  Placeable core region ........................ ~0.0087 mm^2
  Floorplan die height ........................ about 110 um
  Initial standard-cell utilization of the core ........................ 10.1%
  Cell row count ........................ 34
  Number of top-level pins ........................ 16
  Die X-Extent ........................ around 110 um

[Finish]
  Fraction of layout cells with a size suffix above 1 ........................ 17.0%
  Final cell count without fillers ........................ between 150 and 200
  Post-layout utilization of the core ........................ approximately 15%
  Post-synthesis to final-layout area growth ........................ 45.6%
  Count of filler cells inserted in the layout ........................ roughly 970

[Routing]
  Number of iterations in the first detailed-routing pass ........................ 4
  Antenna-violating nets left ........................ 0
  DR vias ........................ 459
  Diodes inserted ........................ 0
  DR vias/cell ........................ approximately 2.3
  DRC ........................ 0
  Final WL ........................ approximately 1500 um
  Average detailed-routed wire length per instance ........................ roughly 7.7 um
  Drt first-iter violations ........................ 8

[Worst setup path]
  Category of the worst setup path launch point ........................ flip-flop
  Critical path fanouts, max ........................ 1
  WS Path Type ........................ flip-flop to output pin
  Element type at the critical path end ........................ output pin
  Worst EP required ........................ 4880 ps
  Worst path arrival time ........................ 4100 ps

[Min path]
  Endpoint, Worst Hold ........................ a[3]
  Classification of the worst-slack hold path ........................ input pin to flip-flop
  Hold path cells ........................ 1
  Hold Crit Start ........................ y[3]

[Power and ir drop]
  Flop pwr share ........................ between 20% and 30%
  Power Total ........................ 0.559 mW
  Switching power total ........................ approximately 0.12 mW
  Combinational power share ........................ approximately 26%
  Switching portion of total power ........................ 21.0%
  Leakage power total ........................ about 0.58 nW
  Largest vdd supply drop ........................ 0.000182 V
  Cell-internal power ........................ 0.442 mW
  Power Density ........................ 439 mW/mm^2
  Fraction of power consumed by the clock network ........................ about half

[Final timing]
  Relative slew margins ........................ roughly 89%
  Count of endpoints failing hold in the final timing report ........................ 0
  TNS Setup ........................ 0 ps
  Worst Max-Slew Pin Slew ........................ about 160 ps
  Final WS setup ........................ 782 ps
  Setup repair after global routing missed its margin ........................ false
  Final setup vio count ........................ 0
  Fin. max-slew vios ........................ 0

[Placement]
  HPWL after detailed placement ........................ 1260 um
  Placed insts ........................ ~180
  Weighted congestion at the end of routability-driven global placement ........................ between 0.6 and 0.7
  Pre-CTS worst setup slack ........................ ~960 ps
  Input/output buffers ........................ 11

[Run]
  Maximum Capacitance Violations ........................ 0
  Total tool warning count ........................ 26

----------------------------------------------------
-- worst max-delay path by stage --
| stage | startpoint | cells after the start | slack [ps] | endpoint |
|---|---|---|---|---|
| 4_1_cts | c[0] | 11 | 730 | z[5] |
| 5_1_grt | c[0] | 11 | 620 | z[5] |
| 6_report | c[0] | 11 | 780 | z[5] |
-- power by group through the flow --
| stage | Clock, mW | Sequential [mW] | Combinational (mW) |
|---|---|---|---|
| 5_1_grt | 0.292 | 0.141 | 0.174 |
| 6_report | 0.273 | 0.141 | 0.145 |
| 4_1_cts | 0.283 | 0.141 | 0.157 |
-- layout make-up --
| class | count | area (um^2) | share of cell area, % |
|---|---|---|---|
| timing repair buffer | 11 | 110 | 8.64 |
| inverter | 23 | 86.3 | 6.78 |
| multi-input combinational | 19 | 335 | 26.3 |
| clock buffer | 15 | 206 | 16.2 |
| sequential | 20 | 400 | 31.4 |
| tap | 108 | 135 | 10.6 |
-- kinds of logic after synthesis --
logic type	count (synthesis)	share of synthesized area, %
adder cells (fa/ha/maj)	19	38.3
buffers and inverters	30	15.9
flip-flops	20	45.8
-- per-stage QoR --
| step | hold slack (ps) | cell area (um^2) |
|---|---|---|
| after global routing | 1590 | 1270 |
| after CTS | 1570 | 1270 |
| after floorplan | 1250 | 875 |
| after global placement | 1800 | 1070 |
| after detailed placement | 1800 | 1070 |
| final | 1570 | 1270 |
-- layer usage --
metal	vias up	track usage, %	part of all wire (%)
met4	0	2.42	6.1
met2	17	3.38	43
li1	222	-	-
met3	10	2.02	8.9
met1	210	2.59	42
met5	-	0	0
-- cell usage in the layout, fill, tap and decap left out --
cell type                         count
sky130_fd_sc_hd__fa_1                13
sky130_fd_sc_hd__inv_1               23
sky130_fd_sc_hd__ha_1                 6
sky130_fd_sc_hd__clkbuf_8            15
sky130_fd_sc_hd__clkdlybuf4s50_1     11
sky130_fd_sc_hd__dfxtp_1             20
-- worst max-delay path, stage by stage (launching register included) --
cell                              delay (ps)
sky130_fd_sc_hd__dfxtp_1                 290
sky130_fd_sc_hd__ha_1                    210
sky130_fd_sc_hd__fa_1                    540
sky130_fd_sc_hd__inv_1                    60
sky130_fd_sc_hd__fa_1                    530
sky130_fd_sc_hd__inv_1                    50
sky130_fd_sc_hd__fa_1                    440
sky130_fd_sc_hd__fa_1                    430
sky130_fd_sc_hd__fa_1                    410
sky130_fd_sc_hd__ha_1                    200
sky130_fd_sc_hd__ha_1                    270
sky130_fd_sc_hd__clkdlybuf4s50_1         450
-- flip-flops by register name, summed over array words and instances (netlist names) --
name and count:
a 4, b 4, c 4, d 4, e 4
Power is estimated from default activity; no workload was simulated.
